==> run.sh <==
#!/bin/bash
# OpenROAD 26Q1-2900-gdf79404cd8, Yosys 0.63+post, stock flow scripts
make -C /OpenROAD-flow-scripts/flow DESIGN_CONFIG=/design/flow/config.mk WORK_HOME=/design/flow/orfs finish
==> config.mk <==
export PLATFORM = sky130hd
export DESIGN_NAME = load_store_control
export DESIGN_NICKNAME = load_store_control
export VERILOG_FILES = /design/flow/design.v
export SDC_FILE = /design/flow/constraint.sdc
export NUM_CORES = 4
export LEC_CHECK = 1
export CORE_AREA = 10 10 70 70
export DIE_AREA = 0 0 80 80
==> constraint.sdc <==
current_design load_store_control

set clk_period 1.1
set clk_io_pct 0.2

create_clock -name clk0 -period $clk_period [get_ports {CLK}]

set non_clock_inputs [all_inputs -no_clocks]
set_input_delay [expr $clk_period * $clk_io_pct] -clock clk0 $non_clock_inputs
set_output_delay [expr $clk_period * $clk_io_pct] -clock clk0 [all_outputs]
==> design.v <==
module load_store_control (
    OP,
    CLK,
    Reset,
    IMMGENOP,
    ALUOP,
    ALUIN1,
    ALUIN2, 
    ALUSRC,
    MemRead,  
    MemWrite,
    PCWrite
);
output IMMGENOP;
output ALUOP;
output ALUIN1;
output ALUIN2;
output [1:0] ALUSRC;
output MemRead;
output MemWrite;
output PCWrite;
input [3:0] OP;
input CLK;
input Reset;
reg IMMGENOP;
reg ALUOP;
reg ALUIN1;
reg ALUIN2;
reg [1:0] ALUSRC;
reg MemRead;
reg MemWrite;
reg PCWrite;
always @ (posedge CLK)
begin      
case (OP)
    4'b0000:
    begin
        IMMGENOP = 0;
        ALUOP = 0;
        ALUIN1 = 0;
        ALUIN2 = 0;
        ALUSRC = 0;
        MemRead = 0;
        MemWrite = 0;
        PCWrite = 0;
    end
    4'b0001:
    begin
        IMMGENOP = 0;
        ALUOP = 1;
        ALUIN1 = 0;
        ALUIN2 = 0;
        ALUSRC = 1;
        MemRead = 0;
        MemWrite = 0;
        PCWrite = 0;
    end
    4'b0010:
    begin
        IMMGENOP = 0;
        ALUOP = 1;
        ALUIN1 = 0;
        ALUIN2 = 0;
        ALUSRC = 0;
        MemRead = 0;
        MemWrite = 0;
        PCWrite = 0;
    end
    4'b0011:
    begin
        IMMGENOP = 0;
        ALUOP = 1;
        ALUIN1 = 0;
        ALUIN2 = 0;
        ALUSRC = 2;
        MemRead = 0;
        MemWrite = 0;
        PCWrite = 0;
    end
    4'b0100:
    begin
        IMMGENOP = 0;
        ALUOP = 0;
        ALUIN1 = 1;
        ALUIN2 = 1;
        ALUSRC = 0;
        MemRead = 0;
        MemWrite = 0;
        PCWrite = 1;
    end
    4'b0101:
    begin
        IMMGENOP = 3;
        ALUOP = 1;
        ALUIN1 = 0;
        ALUIN2 = 2;
        ALUSRC = 0;
        MemRead = 0;
        MemWrite = 0;
        PCWrite = 0;
    end
    4'b0110:
    begin
        IMMGENOP = 2;
        ALUOP = 0;
        ALUIN1 = 1;
        ALUIN2 = 2;
        ALUSRC = 0;
        MemRead = 0;
        MemWrite = 0;
        PCWrite = 0;
    end
    4'b1000:
    begin
        IMMGENOP = 0;
        ALUOP = 0;
        ALUIN1 = 0;
        ALUIN2 = 2;
        ALUSRC = 0;
        MemRead = 0;
        MemWrite = 0;
        PCWrite = 0;
    end
    4'b1001:
    begin
        IMMGENOP = 0;
        ALUOP = 0;
        ALUIN1 = 0;
        ALUIN2 = 2;
        ALUSRC = 0;
        MemRead = 1;
        MemWrite = 0;
        PCWrite = 0;
    end
    4'b1010:
    begin
        IMMGENOP = 0;
        ALUOP = 0;
        ALUIN1 = 0;
        ALUIN2 = 2;
        ALUSRC = 0;
        MemRead = 0;
        MemWrite = 1;
        PCWrite = 0;
    end
    4'b1011:
    begin
        IMMGENOP = 2;
        ALUOP = 1;
        ALUIN1 = 1;
        ALUIN2 = 0;
        ALUSRC = 0;
        MemRead = 0;
        MemWrite = 0;
        PCWrite = 1;
    end
    4'b1100:
    begin
        IMMGENOP = 0;
        ALUOP = 1;
        ALUIN1 = 0;
        ALUIN2 = 0;
        ALUSRC = 0;
        MemRead = 0;
        MemWrite = 1;
        PCWrite = 0;
    end
    4'b1101:
    begin
        IMMGENOP = 0;
        ALUOP = 1;
        ALUIN1 = 0;
        ALUIN2 = 0;
        ALUSRC = 0;
        MemRead = 1;
        MemWrite = 0;
        PCWrite = 0;
    end
    default:
    begin 
    end
    endcase 
end
endmodule
==> results.txt <==
Final total power: 0.8362 mW
Fp_density: 15.75%
Setup violators final: 0
Total congestion overflow: 0
Post-Synthesis Cell Area: 538.0 um2
Post-layout minimum cycle time: 1.049 ns
DRT Wirelength: 1036 um
Lkg Pwr: 0.2851 nW
Dpl hpwl: 768.9 um
Filler cells: 375
Peak fanout along the critical path: 19
Startpoint class of the critical path: input pin
Largest net degree at the start of global routing: 21
Maximum VDD drop: 0.0002005 V
Clk network pwr share: 28.3%
Hold Path Class: input pin to flop
Fraction of layout cells with a size suffix above 1: 15.87%
Comb area: 215.2 um2
Count leader, synth: edfxtp_1
RSZ-0062 raised after global routing: false
Post-synth EDFFs: 9
Fin crit share: 95.39%
CTS tree: yes
Synth Instances: 49
Hold-fix buffers, CTS: 0
P per Cell Area: 1089 nW/um2
Worst EP arrival: 1.16 ns
Top cells by count: edfxtp_1, o211ai_1, buf_2
Seq share, synth: 50.23%
Actual slew at the worst max-slew pin: 0.2651 ns
Syn_area_per_cell: 10.98 um2
Cts repair resizes: 15
CTS clk-pin slew, worst paths: 0.06 ns
Row count: 21
CTS buffer count: 3
Commonest register cell after synthesis: edfxtp_1
Ys cells: 49
Final GP Congestion: 0.8222
Sequential share of power: 51.1%
Post-synth regs: 9
Basic Gates by Area: 10.93%
NetSw: 0.1779 mW
Buffers on Ports: 13
Main logic family: AND-OR/OR-AND gates
Initial antenna violation count: 0
Die x size: 80 um
Antenna diodes: 0
Gr usage total: 3.028%
Ys async rst share: 0%
Complex Gates by Area: 20.70%
Relative slew margins: 82.08%
Synth area leaders: edfxtp_1, o211ai_1, buf_2
Outcome: finished clean
WL/cell: 9.505 um
Fmax: 953.0 MHz
CTS Sinks: 9
Die Span Y: 80 um
DRT Pass-1 Iters: 4
Area Overhead vs Synth: 42.79%
Area leader, netlist: edfxtp_1
CTS Buffer Depth: 2
DRC violations left: 0
DR iter-0 viols: 10
First-pass GRT wire length: 1621 um
Unique masters post-synth: 21
Max-cap violations: 0
Antenna viol nets, final: 0
OpenROAD warning count: 26
Switching Share: 21.27%
Crit Path Category: input pin to flop
Worst EP required: 1.21 ns
Vias: 415
Synthesis Warnings: 1
Slew Limit Fails: 0
Mux frac, synth: 5.581%
Dominant cell area share: 50.23%
Core box area: 3416 um2
Kind of end point of the critical path: flop
Adder Area Share: 2.093%
FF+latch area: 270.3 um2
Full die area: 6400 um2
Number of setup buffers added after CTS: 0
Int Pwr: 0.6584 mW
CTS root buf: clkbuf_4
Xor+xnor area frac: 0%
Number of global-route vias before repair: 374
Comb power frac: 20.6%
Yosys Chip Area: 538.0 um2
DR vias/cell: 3.807
Min Hold Slack: 0.4858 ns
H-Tree Depth: 1
Final hold vios: 0
IO Pins: 15
-- critical path, cell delays in order --
cell	delay [ns]
dlygate4sd2_1	0.27
buf_12	0.16
or3_1	0.36
a21boi_2	0.15
-- logic make-up (layout without fill, tap and decap cells) --
family          count (synthesis)  in the layout
compound gates                 16             16
simple gates                   10             10
buf+inv                        10             24
flops                           9              9
mux                             3              3
fa+ha+maj                       1              1
-- final timing paths --
check,start,to,cells after the start
worst max-delay path,OP[0],ALUIN2$_DFFE_PP_,4
worst min-delay path,OP[2],PCWrite$_DFFE_PP_,2
-- layout by cell type, fill, tap and decap left out, types with 2 or more instances in the layout --
cell type / count
edfxtp_1: 9
inv_1: 2
nor2b_1: 2
nand2b_1: 3
o22ai_1: 3
buf_12: 2
dlygate4sd2_1: 4
clkdlybuf4s15_1: 9
clkbuf_4: 3
buf_4: 2
mux2i_1: 3
o211ai_1: 8
-- registers in the layout, summed over array words and instances, names as in the netlist --
register  count
MemWrite      1
ALUIN1        1
PCWrite       1
ALUIN2        1
ALUSRC        2
MemRead       1
IMMGENOP      1
ALUOP         1
-- cell type report --
| cell class | count | area share (%) |
|---|---|---|
| Clock buffer | 4 | 3.420 |
| Inverter | 2 | 0.9772 |
| Multi-Input combinational cell | 30 | 28.01 |
| Sequential cell | 9 | 35.18 |
| Tap cell | 46 | 7.492 |
| Timing Repair Buffer | 18 | 24.92 |
-- power by group through the flow --
stage	clock network (mW)	logic (mW)	registers (mW)
global route	0.286	0.192	0.429
finish	0.237	0.173	0.427
CTS	0.249	0.167	0.426
-- metrics by stage --
| step | instances | utilization (%) | setup WS [ns] | area [um2] | TNS [ns] |
|---|---|---|---|---|---|
| 6_report | 109 | 22.49 | 0.05071 | 768.2 | 0 |
| 5_1_grt | 109 | 22.49 | 0.01421 | 768.2 | 0 |
| 4_1_cts | 109 | 22.09 | 0.002999 | 754.5 | 0 |
| 3_5_place_dp | 105 | 21.65 | -0.4322 | 739.5 | -5.486 |
| 3_3_place_gp | 105 | 21.65 | -0.4031 | 739.5 | -5.413 |
| 2_1_floorplan | 49 | - | 0.01652 | 538.0 | 0 |
-- routing by layer --
layer / routed length, um / global-route usage, % / vias to the layer above / share of wire, %
met4: 29 / 1.408 / 0 / 2.8
met1: 578 / 4.633 / 182 / 56
li1: - / - / 210 / -
met5: 0 / 0 / - / 0
met3: 48 / 0.4545 / 2 / 4.6
met2: 379 / 4.013 / 21 / 37
Power and IR drop assume default switching activity.
