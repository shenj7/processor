==> design.v <==
module single_cycle_imm_gen_component(clock, inst, out);
input clock;
input [15:0] inst;
output reg [15:0] out;
always @(posedge clock)
begin
    if (inst[3:0] == 4'b0101) begin
        out <= {{8{inst[15]}},inst[15:8]} << 8;
    end else if(inst[3:0] == 4'b0110) begin
        out <= {{8{inst[15]}},inst[15:8]} << 1;
    end else if (inst[3:0] == 4'b1000 ||
        inst[3:0] == 4'b1001 ||
        inst[3:0] == 4'b1010 ||
        inst[3:0] == 4'b1011) begin
        out <= {{8{inst[15]}},inst[15:8]};
	end else if (inst[3:0] == 4'b1111) begin
		out <={{8{0}}, inst[15:8]};
	end
end
endmodule
==> run.sh <==
#!/bin/bash
# OpenROAD 26Q1-2900-gdf79404cd8, Yosys 0.63+post, stock flow scripts
make -C /OpenROAD-flow-scripts/flow DESIGN_CONFIG=/design/flow/config.mk WORK_HOME=/design/flow/orfs finish
==> config.mk <==
export PLATFORM = sky130hd
export DESIGN_NAME = single_cycle_imm_gen_component
export DESIGN_NICKNAME = single_cycle_imm_gen_component
export VERILOG_FILES = /design/flow/design.v
export SDC_FILE = /design/flow/constraint.sdc
export NUM_CORES = 4
export LEC_CHECK = 1
export CORE_AREA = 10 10 81 81
export DIE_AREA = 0 0 91 91
==> constraint.sdc <==
current_design single_cycle_imm_gen_component

set clk_period 4.3
set clk_io_pct 0.2

create_clock -name clk0 -period $clk_period [get_ports {clock}]

set non_clock_inputs [all_inputs -no_clocks]
set_input_delay [expr $clk_period * $clk_io_pct] -clock clk0 $non_clock_inputs
set_output_delay [expr $clk_period * $clk_io_pct] -clock clk0 [all_outputs]
==> qor.yml <==
run_status:
  outcome: "completed"
cells_and_area:
  largest_register_ffs: 16
  regArea_um2: 400
  layout_top_cell_excl_fill_tap: "sky130_fd_sc_hd__clkdlybuf4s50_1"
  fraction_of_final_layout_cells_with_drive_strength_greater_than_1_pct: 16.5
  post-route-util_pct: 25.5
  flow.area_growth_from_synthesis_pct: 40.1
  stdcell_area_mm2: 0.00123
  fillerInstances: 518
  logic_area_um2: 412
  mostFrequentLayoutCells: "28 x sky130_fd_sc_hd__clkdlybuf4s50_1, 15 x sky130_fd_sc_hd__nand2_1, 8 x sky130_fd_sc_hd__dfxtp_1, 8 x sky130_fd_sc_hd__edfxtp_1"
  reg.largest.list: "out: 16 flops"
  regMostFlops: "out"
global_route:
  number_of_antenna_violations_at_the_first_check_in_global_routing: 0
  grt_first_pass_wirelength_um: 3310
  grt_max_degree: 18
  number_of_global_route_vias_before_repair: 650
  global_route.usage.total_pct: 4.82
  remaining_overflow_grt: 0
placed_design:
  post-place-ws_ns: 1.61
  gp_congestion: 0.783
  count_of_port_buffers_added_during_placement: 28
  detailed_place_hpwl_um: 1640
  placedInstanceArea_mm2: 0.00118
timing:
  worst-slew-pin-transition_ns: 0.441
  final.setup.worst_slack_ns: 1.87
  final.setup_skew_ns: 0
  max_clock_freq_mhz: 411
  min_period_over_period_pct: 56.6
  rsz_0062_raised_after_global_routing: "no"
  totalNegativeSetupSlack_ns: 0
  timing.final.crit_period_ns: 2.43
  finalHoldViolCount: 0
  report.final.setup_viol: 0
  final_max_slew_viol_count: 0
  timing.slew.headroom_pct: 70.4
yosys:
  synth-seq-cells: 16
  yosys_cells: 77
  synth-edff-count: 8
  netlist-cell-type-count: 27
  synth-async-reset-ratio_pct: 0
  ys_seq_share_pct: 45.6
  syn-instance-count: 77
  synth_warnings: 1
  yosys_area_um2: 877
  ys.flop_type: "sky130_fd_sc_hd__edfxtp_1"
  per_instance_average_area_after_synthesis_um2: 11.4
  syn_area_um2: 877
flow_run:
  drv.max_cap_violation_count: 0
  tool_warnings: 29
power:
  report.power.total_uw: 407
  power.static_leakage_uw: 0.000434
  ir_worst_vdd_v: 0.0000947
  ratio_of_total_power_to_cell_area_mw_per_mm2: 331
critical_path:
  crit_path_end_kind: "flip-flop"
  crit_arrival_ns: 2.35
  setup.worst_path.start: "inst[0]"
  reg2reg_depth: 2
  timing.critical_path.from_type: "primary input"
  timing.critical_path.fanout_max: 17
  crit_end: "out[9]"
  path_class: "in -> reg"
  rr_endpoint: "out[2]"
  reg2reg_setup_slack_ns: 3.43
  worst-endpoint-required_ns: 4.22
  regToRegStartpoint: "out[2]"
die:
  floorplan.die.height_um: 91
  fp-row-count: 25
  dieWidth_um: 91
  chip_area_mm2: 0.00828
  floorplan.io_pins: 33
  init_core_util_pct: 18.2
  floorplan.core_area_mm2: 0.00482
cts:
  post_cts.repair.setup_buffers: 0
  clk-insertion-delay-late_ns: 0.24
  tritoncts: "yes"
  root_buffer: "sky130_fd_sc_hd__clkbuf_8"
  cts_inserted_buffers: 3
  path_clk_slew_ns: 0.06
  cts.repair.resized: 0
  clock_sinks: 16
  cts-hold-fix-buffers: 0
  cts_max_level: 1
  max-clock-path-buffers: 2
routing:
  first_pass_iters: 4
  first_iter_violations: 56
  avgViaCountPerCell: 3.93
  vias: 668
  routed_len_inst_um: 12.7
  drtAntennaViolNets: 0
  drcViolationCount: 0
  totalWireLength_um: 2150
  n_antenna_cell: 0
worst_hold_path:
  holdCritPathClass: "reg -> reg"
  hp-start: "out[0]"
worst max-delay path: stages:
cell and delay, ns:
sky130_fd_sc_hd__clkdlybuf4s50_1 0.56, sky130_fd_sc_hd__nor4bb_4 0.33, sky130_fd_sc_hd__buf_4 0.29, sky130_fd_sc_hd__a211o_1 0.31
synth_stat cells, types with 2 or more instances:
cell                       count  share of area, %
sky130_fd_sc_hd__dfxtp_1       8                18
sky130_fd_sc_hd__mux2i_1       7               8.0
sky130_fd_sc_hd__buf_6         4               5.1
sky130_fd_sc_hd__nand2_1      15               6.4
sky130_fd_sc_hd__edfxtp_1      8                27
sky130_fd_sc_hd__o21ai_0       2               1.1
sky130_fd_sc_hd__a211oi_2      7                10
sky130_fd_sc_hd__nor4_1        7               5.0
area by class of cell:
cell class / instances / area share [%]
timing repair buffer: 29 / 23.4
clock inverter: 1 / 0.305
sequential: 16 / 32.6
clock buffer: 3 / 3.36
tap: 67 / 6.82
multi-input combinational: 54 / 33.5
worst min path at each step:
stage     endpoint  slack, ns  depth (start not counted)
4_1_cts     out[0]       0.59                          2
5_1_grt     out[0]       0.61                          2
6_report    out[0]       0.59                          2
per-stage QoR:
| stage | hold WS (ns) | std cells |
|---|---|---|
| finish | 0.588 | 170 |
| global route | 0.613 | 170 |
| CTS | 0.588 | 170 |
| detailed placement | 0.576 | 166 |
| global placement | 0.556 | 166 |
| floorplan | 0.509 | 77 |
routing by layer:
layer,global-route usage [%],vias up,part of all wire [%]
met5,0,-,0
met4,0.522,0,0.56
met3,2.66,2,11
met2,6.98,22,44
met1,6.39,304,45
li1,-,340,-
cells by family (layout without fill, tap and decap cells):
group	count (synthesis)	count (layout)	synth area share (%)
and+or+nand+nor	30	30	19.5
AOI/OAI and AO/OA	16	16	16.7
DFF	16	16	45.6
muxes	7	7	7.99
buffers and inverters	7	33	9.13
xor gates and xnor gates	1	1	0.999
power breakdown:
group / internal (uW) / total (uW) / switching [uW]
Clock: 63.1 / 110 / 46.6
Sequential: 184 / 194 / 10.1
Combinational: 68.4 / 103 / 34.6
No activity file was given, so power comes from the tool's default toggle rates.
