===== design.v =====
module single_cycle_control_component(op, reset, ALUOP, ALUSRC, REGWRITE, MEMREAD, MEMWRITE, PCSRC, MEM2REG);
input[3:0] op;
input reset;
output reg ALUOP;
output reg ALUSRC;
output reg REGWRITE;
output reg MEMREAD;
output reg MEMWRITE;
output reg PCSRC;
output reg MEM2REG;
always @(*)  
 begin  
      case(op)   
      4'b0000: begin  
        ALUOP <= 1'b1;
        ALUSRC <= 1'b0;
        REGWRITE <= 1'b1;
        MEMREAD <= 1'b0;
        MEMWRITE <= 1'b0;
        PCSRC <= 1'b0;
        MEM2REG <= 1'b0;
        end  
     4'b0010: begin  
        ALUOP <= 1'b0;
        ALUSRC <= 1'b0;
        REGWRITE <= 1'b1;
        MEMREAD <= 1'b0;
        MEMWRITE <= 1'b0;
        PCSRC <= 1'b0;
        MEM2REG <= 1'b0;
        end 
      4'b0001: begin  
        ALUOP <= 1'b0;
        ALUSRC <= 1'b0;
        REGWRITE <= 1'b1;
        MEMREAD <= 1'b0;
        MEMWRITE <= 1'b0;
        PCSRC <= 1'b0;
        MEM2REG <= 1'b0;
        end   
      4'b0011: begin  
        ALUOP <= 1'b0;
        ALUSRC <= 1'b0;
        REGWRITE <= 1'b1;
        MEMREAD <=1'b0;
        MEMWRITE <=1'b0;
        PCSRC <= 1'b0;
        MEM2REG <= 1'b0;
        end  
     4'b0110: begin  
        ALUOP <= 1'b1;
        ALUSRC <= 1'b0;
        REGWRITE <= 1'b1;
        MEMREAD <= 1'b0;
        MEMWRITE <= 1'b0;
        PCSRC <= 1'b1;
        MEM2REG <= 1'b0;
        end  
      4'b0100: begin  
        ALUOP <= 1'b1;
        ALUSRC <= 1'b1;
        REGWRITE <= 1'b1;
        MEMREAD <= 1'b0;
        MEMWRITE <= 1'b0;
        PCSRC <= 1'b1;
        MEM2REG <=1'b0;
        end  
      4'b1000: begin  
        ALUOP <= 1'b1;
        ALUSRC <= 1'b1;
        REGWRITE <= 1'b1;
        MEMREAD <= 1'b0;
        MEMWRITE <= 1'b0;
        PCSRC <= 1'b0;
        MEM2REG <= 1'b0;
        end  
      4'b0101: begin  
        ALUOP <= 1'b0;
        ALUSRC <= 1'b1;
        REGWRITE <= 1'b1;
        MEMREAD <= 1'b0;
        MEMWRITE <= 1'b0;
        PCSRC <= 1'b0;
        MEM2REG <= 1'b0;
        end  
     4'b1001: begin  
        ALUOP <= 1'b0;
        ALUSRC <= 1'b1;
        REGWRITE <= 1'b1;
        MEMREAD <= 1'b1;
        MEMWRITE <=1'b0;
        PCSRC <= 1'b0;
        MEM2REG <= 1'b0;
        end  
     4'b1010: begin  
        ALUOP <= 1'b0;
        ALUSRC <= 1'b1;
        REGWRITE <= 1'b0;
        MEMREAD <=1'b0;
        MEMWRITE <=1'b1;
        PCSRC <= 1'b0 ;
        MEM2REG <= 1'b1;
        end  
     4'b1011: begin  
        ALUOP <= 1'b0;
        ALUSRC <= 1'b0;
        REGWRITE <= 1'b0;
        MEMREAD <= 1'b0;
        MEMWRITE <= 1'b0;
        PCSRC <= 1'b1;
        MEM2REG <= 1'b0;
        end  
     4'b1100: begin  
        ALUOP <= 1'b0;
        ALUSRC <=  1'b0;
        REGWRITE <= 1'b0;
        MEMREAD <= 1'b0;
        MEMWRITE <= 1'b1;
        PCSRC <= 1'b0;
        MEM2REG <= 1'b0;
        end    
      default: begin   
        ALUOP <= 1'b0;
        ALUSRC <= 1'b0;
        REGWRITE <= 1'b0;
        MEMREAD <= 1'b1;
        MEMWRITE <= 1'b0;
        PCSRC <= 1'b0;
        MEM2REG <= 1'b0;
        end  
      endcase   
 end   
endmodule

===== run.sh =====
#!/bin/bash
# OpenROAD 26Q1-2900-gdf79404cd8, Yosys 0.63+post, stock flow scripts
make -C /OpenROAD-flow-scripts/flow DESIGN_CONFIG=/design/flow/config.mk WORK_HOME=/design/flow/orfs finish

===== config.mk =====
export PLATFORM = sky130hd
export DESIGN_NAME = single_cycle_control_component
export DESIGN_NICKNAME = single_cycle_control_component
export VERILOG_FILES = /design/flow/design.v
export SDC_FILE = /design/flow/constraint.sdc
export NUM_CORES = 4
export LEC_CHECK = 1
export CORE_AREA = 10 10 70 70
export DIE_AREA = 0 0 80 80

===== constraint.sdc =====
current_design single_cycle_control_component

set clk_period 1.6
set clk_io_pct 0.2

create_clock -name clk0 -period $clk_period

set non_clock_inputs [all_inputs -no_clocks]
set_input_delay [expr $clk_period * $clk_io_pct] -clock clk0 $non_clock_inputs
set_output_delay [expr $clk_period * $clk_io_pct] -clock clk0 [all_outputs]

==> results_dict.tcl <==
# collected from the flow reports
set metrics [dict create \
    status "complete, no violations" \
    ys_area_sq_um 158 \
    drv_slew 0 \
    period_minus_slack_ns 1.54 \
    postCtsSetupBuffers 0 \
    wl_met2_um 166 \
    p_per_area_mw_per_mm2 212 \
    hold_path_end "ALUOP" \
    grt_pass1_vias 160 \
    placed_cell_area_sq_um 308 \
    antenna_cells_inserted 0 \
    logic_area_sq_um 150 \
    num_vias 176 \
    p_leak_nw 0.124 \
    fp_util_pct 4.62 \
    critPathKind "in2out" \
    synthCells 19 \
    maxCapViolations 0 \
    ys_cells 19 \
    avgRoutedWirePerCell_um 7.76 \
    area_delta_synth_final_pct 106 \
    seq_area_sq_um 0 \
    num-clock-buffers 0 \
    postSynthSeqShare_pct 0 \
    cts_hold_buf 0 \
    hold_start "op[3]" \
    comb_power_share_pct 100.0 \
    fin_util_pct 9.49 \
    vias_per_cell 2.32 \
    chipHeight_um 80 \
    hold-worst-slack_ns 1.08 \
    fin_crit_sh_pct 96.2 \
    clock_power_share_pct 0 \
    warnings 33 \
    whs_path_depth 3 \
    hold_class "in2out" \
    finalInstanceArea_sq_um 324 \
    final_hold_viol_count 0 \
    required_ns 1.28 \
    drt_iter0_markers 8 \
    core_sq_mm 0.00342 \
    antenna_found_initial 0 \
    syn-cell-area_sq_um 158 \
    met3_length_um 97 \
    start_kind "input pin" \
    power.switching_uw 26.7 \
    drive_above_1_share_pct 43.3 \
    globalRoute.totalOverflow 0 \
    antenna_left 0 \
    routed_wl_um 590 \
    yosysWarnings 1 \
    dieArea_sq_mm 0.00640 \
    top_level_ports 12 \
    drc 0 \
    flops 0 \
    internal-power_uw 41.9 \
    wl_met1_um 326 \
    peakVddDrop_v 0.0000577 \
    gp_congestion 0.687 \
    synth.distinct_cells 17 \
    max_freq_ghz 0.650 \
    rsz0062_at_grt "false" \
    cp_max_fo 8 \
    tightest_slew_ns 0.174 \
    grt_use_total_pct 1.92 \
    setup_viol 0 \
    max_slew_margin_pct 88.3 \
    finalSetupTns_ns 0 \
    crit_path_end_kind "primary output" \
    drt_first_pass_iters 2 \
    switching_share_pct 38.9 \
    top_layer_used "met3" \
    pwr-share-seq_pct 0 \
    arrival_ns 1.22 \
    grt_pass1_wl_um 959 \
    syn_area_per_cell_sq_um 8.30 \
    port_buffers 11 \
    grt_max_degree 10 \
    die_x_um 80 \
    fp-row-count 21 \
    fillers 405 \
]
[worst max path at each step]
stage / slack (ns) / start / endpoint
global route: 0.003 / op[1] / MEM2REG
CTS: 0.02 / op[1] / MEM2REG
finish: 0.06 / op[0] / MEMREAD
[kinds of logic after synthesis]
family | after synthesis | synth area share (%)
compound gates | 6 | 36.5
buf+inv | 2 | 15.9
simple gates | 9 | 34.9
xor+xnor | 1 | 5.56
mux | 1 | 7.14
[stage by stage]
stage | std cells | power, mW | worst slack [ns]
4_1_cts | 76 | 0.0686 | 0.0208
2_1_floorplan | 19 | 0.0322 | 0.524
6_report | 76 | 0.0686 | 0.0606
3_5_place_dp | 75 | 0.0692 | -0.552
5_1_grt | 76 | 0.0768 | 0.00332
3_3_place_gp | 75 | 0.0683 | -0.538
[cell usage in the layout, fill, tap and decap left out]
cell type and n:
nor3b_2 1, a21boi_2 1, a211oi_1 1, o21a_1 1
a2bb2o_4 1, nor2_1 2, nand2b_4 1, nor2b_4 1
nand2_1 2, dlygate4sd2_1 5, a31oi_1 1, xnor2_1 1
buf_6 2, clkdlybuf4s50_1 2, clkbuf_4 1, o21ai_0 1
nor3_2 1, nand3b_1 1, buf_4 3, mux2_2 1
[area by class of cell]
| type | instances | share of cell area (%) |
|---|---|---|
| well taps | 46 | 17.8 |
| multi-input cells | 17 | 46.3 |
| repair buffers | 13 | 35.9 |
[critical path: stages]
cell             delay [ns]
buf_4                  0.16
nor2_1                 0.08
o21ai_0                0.17
clkdlybuf4s50_1        0.49
[power groups by stage]
stage / clock network, mW / logic, mW / registers (mW)
finish: 0 / 0.0686 / 0
global route: 0 / 0.0768 / 0
CTS: 0 / 0.0686 / 0
[routing by layer]
layer / global-route usage [%] / up-vias
met5: 0 / -
met4: 0 / 0
met3: 1.14 / 0
met2: 1.93 / 9
met1: 3.23 / 75
li1: - / 92
[Yosys cell counts]
master,number,area (sq um)
a211oi_1,1,7.51
a21boi_2,1,11.3
a2bb2o_4,1,20.0
a31oi_1,1,6.26
buf_6,1,11.3
clkbuf_8,1,13.8
mux2_2,1,11.3
nand2_1,2,7.51
nand2b_1,1,6.26
nand3b_1,1,7.51
nor2_1,2,7.51
nor2b_4,1,13.8
nor3_1,1,5.00
nor3b_1,1,7.51
o21a_1,1,7.51
o21ai_0,1,5.00
xnor2_1,1,8.76
[what timing repair did]
action | 4_1_cts | 5_1_grt
gates cloned | 1 | 0
resized | 30 | 2
endpoints found under the setup margin | 7 | 2
pin swaps | 1 | 0
Power is estimated from default activity; no workload was simulated.
